`flow/config.mk`:
```
export PLATFORM = sky130hd
export DESIGN_NAME = generate_guess
export DESIGN_NICKNAME = generate_guess
export VERILOG_FILES = /design/flow/design.v
export SDC_FILE = /design/flow/constraint.sdc
export NUM_CORES = 4
export LEC_CHECK = 1
export CORE_UTILIZATION = 50
```
`flow/constraint.sdc`:
```
current_design generate_guess

set clk_period 17.7
set clk_io_pct 0.2

create_clock -name clk0 -period $clk_period [get_ports {clk}]

set non_clock_inputs [all_inputs -no_clocks]
set_input_delay [expr $clk_period * $clk_io_pct] -clock clk0 $non_clock_inputs
set_output_delay [expr $clk_period * $clk_io_pct] -clock clk0 [all_outputs]
```
`flow/design.v`:
```
module generate_guess
 #(
   parameter NUM_CNT_BITS = 128
   )
  (
   input wire clk,
   input wire n_rst,
   input wire start_bit,
   output wire [(NUM_CNT_BITS-1):0] flip_guess_out,
   output wire [(NUM_CNT_BITS-1):0] guess,
   output wire [0:3] length
   );
   reg [0:3]   strlen;
   reg [0:3]   next_strlen;
   reg [(NUM_CNT_BITS-1):0] curr_guess;
   reg [(NUM_CNT_BITS-1):0] next_guess;
   reg [(NUM_CNT_BITS-1):0] flip_guess;
   reg [(NUM_CNT_BITS-1):0] next_flip_guess;
   assign guess = curr_guess;
   assign length = next_strlen;
   assign flip_guess_out = flip_guess;
   always_ff @ (posedge clk, negedge n_rst)
     begin: RESET_LOGIC
	if(n_rst == 1'b0)
	  begin
	     next_strlen <= 0;
	     curr_guess <= 128'b0;
	     flip_guess <= 128'b0;
	  end
	else
	  begin
	     curr_guess <= next_guess;
	     flip_guess <= next_flip_guess;
	     next_strlen <= strlen;
	  end
     end  
   always_comb
     begin: NEXT_LOGIC
	next_flip_guess = curr_guess;
	next_guess = curr_guess;
	strlen = 1;
	if(next_guess[7:0] < 8'b00100000  && next_guess[7:0] > 8'b00000000)
	  next_guess[7:0] = 8'b00011111;
	else if (next_guess[7:0] >= 8'b01111110)
	  begin
	     next_guess[7:0] = 8'b00011111;
	     next_guess[15:8] = next_guess[15:8] + 1;
	  end
	if(next_guess[15:8] < 8'b00100000  && next_guess[15:8] > 8'b00000000)
	  next_guess[15:8] = 8'b00100000;
	else if (next_guess[15:8] >= 8'b01111110)
	  begin
	     next_guess[15:8] = 8'b00100000;
	     next_guess[23:16] = next_guess[23:16] + 1;
	  end
	if(next_guess[23:16] < 8'b00100000  && next_guess[23:16] > 8'b00000000)
	  next_guess[23:16] = 8'b00100000;
	else if (next_guess[23:16] >= 8'b01111110)
	  begin
	     next_guess[23:16] = 8'b00100000;
	     next_guess[31:24] = next_guess[31:24] + 1;
	  end
	if(next_guess[31:24] < 8'b00100000  && next_guess[31:24] > 8'b00000000)
	  next_guess[31:24] = 8'b00100000;
	else if (next_guess[31:24] >= 8'b01111110)
	  begin
	     next_guess[31:24] = 8'b00100000;
	     next_guess[39:32] = next_guess[39:32] + 1;
	  end
	if(next_guess[39:32] < 8'b00100000  && next_guess[39:32] > 8'b00000000)
	  next_guess[39:32] = 8'b00100000;
	else if (next_guess[39:32] >= 8'b01111110)
	  begin
	     next_guess[39:32] = 8'b00100000;
	     if(next_guess[47:40] == 0)
	       next_guess[47:40] = next_guess[47:40] + 1;
	  end
	if(next_guess[47:40] < 8'b00100000  && next_guess[47:40] > 8'b00000000)
	  next_guess[47:40] = 8'b00100000;
	else if (next_guess[47:40] >= 8'b01111110)
	  begin
	     next_guess[47:40] = 8'b00100000;
	     next_guess[55:48] = next_guess[55:48] + 1;
	  end
	if(next_guess[55:48] < 8'b00100000  && next_guess[55:48] > 8'b00000000)
	  next_guess[55:48] = 8'b00100000;
	else if (next_guess[55:48] >= 8'b01111110)
	  begin
	     next_guess[55:48] = 8'b00100000;
	     next_guess[63:56] = next_guess[63:56] + 1;
	  end
	if(next_guess[63:56] < 8'b00100000  && next_guess[63:56] > 8'b00000000)
	  next_guess[63:56] = 8'b00100000;
	else if (next_guess[63:56] >= 8'b01111110)
	  begin
	     next_guess[63:56] = 8'b00100000;
	     next_guess[71:64] = next_guess[71:64] + 1;
	  end
	if(next_guess[71:64] < 8'b00100000  && next_guess[71:64] > 8'b00000000)
	  next_guess[71:64] = 8'b00100000;
	else if (next_guess[71:64] >= 8'b01111110)
	  begin
	     next_guess[71:64] = 8'b00100000;
	     if(next_guess[79:72] == 0)
	       next_guess[79:2] = next_guess[79:72] + 1;
	  end
	if(next_guess[79:72] < 8'b00100000  && next_guess[79:72] > 8'b00000000)
	  next_guess[79:72] = 8'b00100000;
	else if (next_guess[79:72] >= 8'b01111110)
	  begin
	     next_guess[79:72] = 8'b00100001;
	     next_guess[87:80] = next_guess[87:80] + 1;
	  end
	if(next_guess[87:80] < 8'b00100000  && next_guess[87:80] > 8'b00000000)
	  next_guess[87:80] = 8'b00100000;  
	else if (next_guess[87:80] >= 8'b01111110)
	  begin
	     next_guess[87:80] = 8'b00100000;
	     if(next_guess[95:88] == 0)
	       next_guess[95:88] = next_guess[95:88] + 1;
	  end
	if(next_guess[95:88] < 8'b00100000  && next_guess[95:88] > 8'b00000000)
	  next_guess[95:88] = 8'b00100000;  
	else if (next_guess[95:88] >= 8'b01111110)
	  begin
	     next_guess[95:88] = 8'b00100000;
	     next_guess[103:96] = next_guess[103:96] + 1;
	  end
	if(next_guess[103:96] < 8'b00100000  && next_guess[103:96] > 8'b00000000)
	  next_guess[103:96] = 8'b00100000;  
	else if (next_guess[103:96] >= 8'b01111110)
	  begin
	     next_guess[103:96] = 8'b00100000;
	     next_guess[111:104] = next_guess[111:104] + 1;
	  end
	if(next_guess[111:104] < 8'b00100000  && next_guess[111:104] > 8'b00000000)
	  next_guess[111:104] = 8'b00100001;  
	else if (next_guess[111:104] >= 8'b01111110)
	  begin
	     next_guess[111:104] = 8'b00100000;
	     next_guess[119:112] = next_guess[119:112] + 1;
	  end
	if(next_guess[119:112] < 8'b00100000  && next_guess[119:112] > 8'b00000000)
	  next_guess[119:112] = 8'b00100001;  
	else if (next_guess[119:112] >= 8'b01111110)
	  begin
	     next_guess[119:112] = 8'b00100000;
	     next_guess[127:120] = next_guess[127:120] + 1;
	  end
	if(next_guess[127:120] != 0)
	  strlen = 16;
	else if(next_guess[119:112] != 0)
	  strlen = 15;
	else if(next_guess[111:104] != 0)
	  strlen = 14;
	else if(next_guess[103:96] != 0)
	  strlen = 13;
	else if(next_guess[95:88] != 0)
	  strlen = 12;
	else if(next_guess[87:80] != 0)
	  strlen = 11;
	else if(next_guess[79:72] != 0)
	  strlen = 10;
	else if(next_guess[71:64] != 0)
	  strlen = 9;
	else if(next_guess[63:56] != 0)
	  strlen = 8;
	else if(next_guess[55:48] != 0)
	  strlen = 7;
	else if(next_guess[47:40] != 0)
	  strlen = 6;
	else if(next_guess[39:32] != 0)
	  strlen = 5;
	else if(next_guess[31:24] != 0)
	  strlen = 4;
	else if(next_guess[23:16] != 0)
	  strlen = 3;
	else if(next_guess[15:8] != 0)
	  strlen = 2;
	else if(next_guess[7:0] != 0)
	  strlen = 1;
	if (start_bit == 1'b1)
	  begin
	     if (next_guess == 0)
	       begin
		  next_guess[7:0] = 8'b00100000;
		  next_flip_guess[127:120] = 8'b00100000;
	       end
	     else
	       begin	   
		  next_guess = next_guess + 1;
		  next_flip_guess = 128'b0;
		  if(strlen == 1)
		    next_flip_guess[127:120] = next_guess[7:0];
		  if(strlen == 2)
		    next_flip_guess[127:112] = next_guess[15:0];
		  if(strlen == 3)
		    next_flip_guess[127:104] = next_guess[23:0];
		  if(strlen == 4)
		    next_flip_guess[127:96] = next_guess[31:0];
		  if(strlen == 5)
		    next_flip_guess[127:88] = next_guess[39:0];
		  if(strlen == 6)
		    next_flip_guess[127:80] = next_guess[47:0];
		  if(strlen == 7)
		    next_flip_guess[127:72] = next_guess[55:0];
		  if(strlen == 8)
		    next_flip_guess[127:64] = next_guess[63:0];
		  if(strlen == 9)
		    next_flip_guess[127:56] = next_guess[71:0];
		  if(strlen == 10)
		    next_flip_guess[127:48] = next_guess[79:0];
		  if(strlen == 11)
		    next_flip_guess[127:40] = next_guess[87:0];
		  if(strlen == 12)
		    next_flip_guess[127:32] = next_guess[95:0];
		  if(strlen == 13)
		    next_flip_guess[127:24] = next_guess[103:0];
		  if(strlen == 14)
		    next_flip_guess[127:16] = next_guess[111:0];
		  if(strlen == 15)
		    next_flip_guess[127:8] = next_guess[119:0];
		  if(strlen == 16)
		    next_flip_guess[127:0] = next_guess[127:0];
	       end
	  end
     end  
endmodule
```
`flow/run.sh`:
```
#!/bin/bash
# OpenROAD 26Q1-2900-gdf79404cd8, Yosys 0.63+post, stock flow scripts
make -C /OpenROAD-flow-scripts/flow DESIGN_CONFIG=/design/flow/config.mk WORK_HOME=/design/flow/orfs finish
```
==> metrics.yaml <==
status: "completed"
rows: 73
io_pins: 263
cp_cell_sequence: "ha_1 > nand3_1 > nor4bb_1 > o211ai_1 > a22o_1 > and2_1 > o32a_1 > o32ai_4 > and3_1 > o22ai_1 > o21a_1 > nor3_1 > xor2_1 > a2111oi_2 > a311o_1 > nand2_8 > nand2_1 > buf_4 > o21ai_0 > a211o_1 > a221oi_1 > a2bb2oi_1"
synth_area_um2: 20200
ff2ff_path_depth: 22
synth-edff-count: 0
setup_viol: 0
comb_area_um2: 12600
avgSynthCellArea_um2: 7.92
antenna_found_initial: 8
reg2reg_slack_ns: 8.86
dieWidth_um: 203
topCellsByArea: "dfrtp_1, nand2_1, a21oi_1"
ff_type: "dfrtp_1"
fmax_mhz: 113
ys.warnings.count: 1
rsz0062_at_grt: "false"
routabilityCongestion: 1.14
dr.pass1.iters: 9
cp.required_ns: 18.22
clockRootBuffer: "clkbuf_16"
detail_route.iter0.violations: 3562
hold_buffers: 0
grt_first_pass_wirelength_mm: 161
stdcell_area_um2: 24500
yosys.area.top_type_share_pct: 32.2
end_kind: "register"
hp-class: "register to register"
layout_min_cycle_time_ns: 8.84
critPathTopFamily: "AND-OR/OR-AND gates"
core_um2: 39800
critical_path.endpoint: "flip_guess[123]"
cts_tree: "built"
synth.largest_area_cell: "dfrtp_1"
setup_tns_ns: 0
dp_hpwl_mm: 76.9
drv_cap: 0
power.leakage_nw: 9.58
yosys_area_um2: 20200
htreeDepth: 1
syn_inst: 2552
path_depth: 22
ys_seq_share_pct: 32.2
port_buffers: 262
cts_sinks: 260
clk_pin_slew_ns: 0.06
worst_pin_slew_ns: 1.34
ys_types: 106
clk_latency_ns: 0.61
cp-start-kind: "register"
area_growth_pct: 21.1
drc_errors: 0
hold_path_depth: 1
grt_pass1_vias: 23342
cts_resized: 0
r2r_start: "curr_guess[9]"
layout-drive-gt1-share_pct: 9.41
clock_skew_ns: 0.0495
dr_total_vias: 24710
clk_path_buf_depth: 3
die_area_um2: 41200
grt_max_degree: 99
crit_fanout: 98
slew_violations: 0
grt_usage_pct: 56.0
timing_worst_setup_path_type: "register to register"
via_per_inst: 7.50
synth_flops: 260
fin_crit_sh_pct: 50.0
ys_cells: 2552
critPathMaxStageDelay_ns: 0.89
crit_path_start: "curr_guess[9]"
dieHeight_um: 203
async_flop_share_pct: 100
num-fill-cells: 3206
vdd_ir_drop_max_mv: 0.111
routedWlPerCell_um: 34.2
slew_headroom_pct: 9.79
core_util_floorplan_pct: 50.7
hold_violations: 0
rr_endpoint: "flip_guess[123]"
grt_overflow: 0
regArea_um2: 6510
drt_wl_total_mm: 113
cp.arrival_ns: 9.36
tool_warnings: 30
crit_buf_inv: 1
ant_nets: 0
cts_setup_buffers: 0
cts_buffers: 29
powerDensity_nw_per_um2: 78.3
slowest_stage: "nand2_1"
placed_cell_area_um2: 23500
metal layers:
| layer | vias up | GRT usage (%) | wire length (um) |
|---|---|---|---|
| li1 | 9937 | - | - |
| met1 | 11627 | 69.4 | 39000 |
| met2 | 2409 | 73.9 | 44100 |
| met3 | 721 | 31.8 | 18800 |
| met4 | 16 | 37.1 | 10300 |
| met5 | - | 5.95 | 354 |
flip-flops by register name, indices dropped and copies added (netlist names):
name         count
curr_guess     128
flip_guess     128
next_strlen      4
power breakdown:
part           total (mW)  switching [mW]  internal (mW)
clock               0.631           0.263          0.367
combinational       0.577           0.359          0.218
sequential          0.708          0.0627          0.645
layout by cell type (no fill, tap or decap), types with 40 or more instances in the layout:
cell type / instances
a22oi_1: 52
o221ai_1: 40
nor2_1: 226
and3_1: 40
xnor2_1: 62
xor2_1: 44
and2_1: 43
o22ai_1: 52
nand3_1: 74
inv_1: 61
dfrtp_1: 260
buf_4: 114
clkdlybuf4s50_1: 260
nand2_1: 276
a21oi_1: 177
nor3_1: 73
o21ai_0: 147
a221oi_1: 53
through the flow:
step           worst slack [ns]  utilization [%]  hold WS [ns]  cells  power, mW
6_report                   8.86             61.4         0.540   3294       1.92
5_1_grt                    8.61             61.4         0.574   3289       1.96
4_1_cts                    9.16             61.4         0.544   3289       1.88
3_5_place_dp               9.19             58.9         0.532   3235       1.24
3_3_place_gp               9.42             58.9         0.530   3235       1.24
2_1_floorplan             11.83                -         0.457   2566      0.934
worst min-delay path by stage:
| stage | start | end | slack, ns |
|---|---|---|---|
| after CTS | curr_guess[103] | flip_guess[103] | 0.54 |
| after global routing | curr_guess[103] | flip_guess[103] | 0.57 |
| final | curr_guess[103] | flip_guess[103] | 0.54 |
cell usage after synthesis, types with 18 or more instances:
library cell,instances
nand2_1,276
dfrtp_1,260
nor2_1,234
a21oi_1,178
clkbuf_1,152
o21ai_0,148
nand3_1,75
nor3_1,75
xnor2_1,62
inv_1,61
buf_2,54
a221oi_1,53
a22oi_1,52
o22ai_1,52
xor2_1,44
and2_1,43
and3_1,40
o221ai_1,40
a31oi_1,38
mux2i_1,35
o31ai_1,34
a222oi_1,32
a211oi_1,31
nand4_1,30
or2_2,23
o21ai_1,22
o211ai_1,21
ha_1,20
nand2b_1,20
nor4_1,18
cells by family (layout without fill, tap and decap cells):
logic type	Yosys count	count (layout)	share of synthesized area (%)
AOI/OAI and AO/OA	885	885	30.8
xor gates and xnor gates	106	106	4.60
adders and majority gates	20	20	1.24
buffers and inverters	303	501	6.32
DFF	260	260	32.2
muxes	51	51	2.64
other	1	20	0.0186
and+or+nand+nor	926	926	22.2
final cells by class:
class / count / area share, %
Antenna cell: 5 / 0.0511
Clock buffer: 39 / 3.32
Clock inverter: 15 / 0.706
Inverter: 71 / 1.09
Multi-Input combinational cell: 2003 / 51.3
Tap cell: 525 / 2.68
Timing Repair Buffer: 376 / 14.2
Sequential cell: 260 / 26.6
Power figures rest on the tool's default switching activity, not on a simulated workload.
