--- ./config.mk ---
export PLATFORM = sky130hd
export DESIGN_NAME = controller
export DESIGN_NICKNAME = controller
export VERILOG_FILES = /design/flow/design.v
export SDC_FILE = /design/flow/constraint.sdc
export NUM_CORES = 4
export LEC_CHECK = 1
export CORE_AREA = 10 10 271 271
export DIE_AREA = 0 0 281 281
--- ./constraint.sdc ---
current_design controller

set clk_period 13.0
set clk_io_pct 0.2

create_clock -name clk0 -period $clk_period [get_ports {clk}]

set non_clock_inputs [all_inputs -no_clocks]
set_input_delay [expr $clk_period * $clk_io_pct] -clock clk0 $non_clock_inputs
set_output_delay [expr $clk_period * $clk_io_pct] -clock clk0 [all_outputs]
--- ./design.v ---
module controller
  (
   input wire clk,
   input wire n_rst,
   output reg start_bit,
   input wire [0:7] rx_in,
   input wire data_ready,
   input reg [0:6] match,
   output reg [0:7] out_byte,
   output reg [0:7] shift_byte,
   output reg shift_out,
   output reg read_enable,
   output reg write_enable,
   output reg [0:9] address,
   input wire [0:127] read_data,
   output reg [0:127] write_data,
   input reg  [127:0] outstr,
   output reg shift_en,
   input wire data_ready_posedge,
   input tx_done
   );
   reg [127:0] flip_guess;
   reg [127:0] outputhash;
   reg [0:6] clocked_match;
   reg [0:127] clocked_str;
   reg [0:127] clocked_read_data;
   reg [0:127] clocked_read_data_next;
   reg [0:127] strnext;
   reg [0:9] read_address;
   reg [0:9] read_next_address;
   reg [0:3] byte_counter;
   reg [0:3] byte_counter_next;
   reg falling_edge_found;
	 typedef enum {IDLE, RECEIVING, SHIFT, STOP_OR_CONTINUE, GENERATE, SRAM_WRITE, SRAM_READ, TRANSMITTING, START_OUTPUT} stateType;
   stateType state;
   stateType next_state;
   always_ff @ (posedge clk, negedge n_rst) begin
    if (n_rst == 0) begin
      state <= IDLE;
      clocked_match <= 0;
      clocked_str <= 0;
      clocked_read_data <= 0;
      read_address <= 0;
      byte_counter <= 0;
    end
    else begin
      state <= next_state;
      clocked_match <= match;
      clocked_str <= outstr;
      clocked_read_data <= clocked_read_data_next;
      read_address <= read_next_address;
      byte_counter <= byte_counter_next;
    end
  end
  always_comb begin
    next_state = state;
    read_next_address = read_address;
    start_bit = 0;
    shift_out = 0;
    shift_en = 0;
    byte_counter_next = 0;
    shift_byte = 0;
    write_enable = 0;
    read_enable = 0;
    address = 0;
    write_data = 0;
    out_byte = 0;
    clocked_read_data_next = 0;
    case(state)
      IDLE: begin
        if(rx_in == 8'b10101010 && data_ready_posedge == 1) next_state = RECEIVING;  
        else next_state = IDLE;
        shift_en = 0;
        byte_counter_next = 0;
        clocked_read_data_next = 0;
      end
      SHIFT: begin
        if(byte_counter == 15)begin
          next_state = STOP_OR_CONTINUE;
          byte_counter_next = 0;
        end
        else begin
          next_state = RECEIVING;
        end
        shift_en = 1;
        byte_counter_next = byte_counter + 1;
        shift_byte = rx_in;
        clocked_read_data_next = 0;
      end
      RECEIVING: begin
        if(data_ready_posedge == 1)next_state = SHIFT;
        else next_state = RECEIVING;
        byte_counter_next = byte_counter;
        shift_en = 0;
        clocked_read_data_next = 0;
      end
      STOP_OR_CONTINUE: begin
        if(rx_in == 8'b11101110 && data_ready_posedge == 1)next_state = GENERATE; 
        else if (rx_in == 8'b10001000 && data_ready_posedge == 1)next_state = RECEIVING;  
        else next_state = STOP_OR_CONTINUE;
        byte_counter_next = 0;
        shift_en = 0;
        clocked_read_data_next = 0;
      end
      GENERATE: begin
        if (rx_in == 8'b01101100) next_state = START_OUTPUT;  
        else if (match != 64)next_state = SRAM_WRITE;
        else next_state = GENERATE;
        write_enable = 0;
        read_enable = 0;
        address = 0;
        write_data = 0;
        read_next_address = 0;
        start_bit = 1;
        clocked_read_data_next = 0;
      end
      SRAM_WRITE: begin
        next_state = GENERATE;
        write_enable = 1;
        read_enable = 0;
        address[0:5] = clocked_match[1:6];  
        address[6:9] = 0;
        write_data = clocked_str;
        read_next_address = 0;
        clocked_read_data_next = 0;
        start_bit = 1;
      end
      TRANSMITTING: begin
        if(tx_done == 1)next_state = SRAM_READ;
        else next_state = TRANSMITTING;
        shift_out = 1;
        write_enable = 0;
        read_enable = 0; 
        address = 0;
        read_next_address = read_address;
        clocked_read_data_next = clocked_read_data;
        if((read_address) % 16 == 0)out_byte = clocked_read_data[0:7];  
        if((read_address) % 16 == 1)out_byte = clocked_read_data[8:15];
        if((read_address) % 16 == 2)out_byte = clocked_read_data[16:23];
        if((read_address) % 16 == 3)out_byte = clocked_read_data[24:31];
        if((read_address) % 16 == 4)out_byte = clocked_read_data[32:39];
        if((read_address) % 16 == 5)out_byte = clocked_read_data[40:47];
        if((read_address) % 16 == 6)out_byte = clocked_read_data[48:55];
        if((read_address) % 16 == 7)out_byte = clocked_read_data[56:63];
        if((read_address) % 16 == 8)out_byte = clocked_read_data[64:71];
        if((read_address) % 16 == 9)out_byte = clocked_read_data[72:79];
        if((read_address) % 16 == 10)out_byte = clocked_read_data[80:87];
        if((read_address) % 16 == 11)out_byte = clocked_read_data[88:95];
        if((read_address) % 16 == 12)out_byte = clocked_read_data[96:103];
        if((read_address) % 16 == 13)out_byte = clocked_read_data[104:111];
        if((read_address) % 16 == 14)out_byte = clocked_read_data[112:119];
        if((read_address) % 16 == 15)out_byte = clocked_read_data[120:127];
      end
      SRAM_READ: begin
        write_enable = 0;
        shift_out = 1;
        out_byte = 0;
        address = read_address +1;
        clocked_read_data_next = read_data;
        read_next_address = read_address + 1;
        if((read_address + 1) % 16 == 0)read_enable = 1;  
        else read_enable = 0; 
        if(read_address == 1023)
          next_state = GENERATE;
        else next_state = TRANSMITTING;
      end
      START_OUTPUT: begin  
        next_state = TRANSMITTING;
        out_byte = 0;
        read_enable = 1;
        write_enable = 0;
        shift_out = 0;
        address = read_address;
        clocked_read_data_next = read_data;
        read_next_address = read_address;
      end
    endcase
  end
endmodule
--- ./run.sh ---
#!/bin/bash
# OpenROAD 26Q1-2900-gdf79404cd8, Yosys 0.63+post, stock flow scripts
make -C /OpenROAD-flow-scripts/flow DESIGN_CONFIG=/design/flow/config.mk WORK_HOME=/design/flow/orfs finish
==> metrics.cfg <==
[synthesis]
syn_inst=1035
yosysUniqueCellTypes=55
ys_sh_mux_pct=0.180
edf_count=0
ys_sh_adder_pct=0.636
netlist_area_mm2=0.0118
ys_seq_elements=285
yosysWarnings=1
synthSimpleGateAreaFrac_pct=15.7
yosys-stat-cells=1035
async_flop_share_pct=100
yosys.area_share.xor_xnor_pct=0.297
syn-mean-instance-area_um2=11.4
synthTopLogicFamily=AND-OR/OR-AND gates
yosys_area_mm2=0.0118
ff_type=dfrtp_1
synth_seq_share_pct=60.4
synthAoiAreaFrac_pct=18.5

[worst_setup_path]
path_max_fanout=54
cp.arrival_ns=3.82
critPathLaunchType=flop
worst-setup-path-type=flop to primary output
endpoint_kind=primary output
worstPathRequired_ns=10.40

[sta]
finClkSkew_ns=0.0220
post-route-min-period_ns=6.42
hold_viol_final=0
setup_viol=0
slew-limit-headroom_pct=46.6
tns_ns=0
rsz0062_at_grt=false
drv_slew=0
fin_crit_sh_pct=49.4
tightest_slew_ns=0.802
holdWs_ns=0.484
max_freq_ghz=0.156

[clock_network]
clockBufferDepth=3
cts_made_buffers=38
ctsHoldBuffers=0
root_buffer=clkbuf_16
htreeDepth=2
cts.clk_slew.worst_paths_ns=0.06
cts.repair.resized=0
cts_tree=done
clock.latency.late_pin_ns=0.55
post-cts-setup-buffers=0
clock-sinks=285

[cells_and_area]
fin_util_pct=27.0
final_layout_top_logic_cell=clkdlybuf4s50_1
final_cells=2348
syn2layout_area_growth_pct=54.2
n_fill_cell=6819
drive_gt1_share_pct=6.73
layout_top_cells=clkdlybuf4s50_1, dfrtp_1, and2_1, a22o_1, nand2_1

[die]
rows=95
die_h_um=281
die_x_um=281
io_pins=435
core_region_area_mm2=0.0674
fp_util_pct=17.5
dieArea_mm2=0.0790

[global_routing]
grt_pass1_vias=10459
antenna_found_initial=18
grt_pass1_wl_mm=71.4
grt_max_degree=97
overflow=0
grt_usage_pct=12.5

[job]
maxCapViolCount=0
openroad.warnings=30

[place]
dp.cells=2276
hpwl_mm=37.6
gp_congestion=0.878
port_buffers=433

[drt]
ant_nets=0
routed_wl_mm=49.4
drtIter0Drc=724
drc=0
via_count=9718
via_per_inst=4.14
dr.pass1.iters=5
wl_per_cell_um=21.1

[min_path]
hold_class=flop to flop

[pwr]
ir_worst_vdd_mv=0.0936
p_per_area_mw_per_mm2=130
p_leak_nw=7.35

[outcome]
outcome=complete, no violations

final timing paths:
kind	end	slack, ns	from	cells past startpoint
min in group asynchronous	clocked_read_data[51]	2.05	n_rst	1
max	out_byte[6]	6.58	read_address[9]	8
max in group asynchronous	clocked_str[76]	8.48	n_rst	4
min	state[0]	0.48	state[0]	1
max reg2reg	clocked_read_data[42]	9.97	state[4]	6
min reg2reg	state[0]	0.48	state[0]	1
through the flow:
stage          worst slack [ns]  instance area (µm²)  power [mW]
4_1_cts                    6.53                18200        2.41
6_report                   6.58                18200        2.36
3_5_place_dp               6.60                17000        1.36
2_1_floorplan              7.69                11800        1.11
5_1_grt                    6.40                18200        2.47
3_3_place_gp               6.59                17000        1.36
cells by family after synthesis:
group / count (synthesis)
AOI/OAI and AO/OA: 288
xor gates and xnor gates: 4
adders and majority gates: 6
buffers and inverters: 111
DFF: 285
muxes: 2
and+or+nand+nor: 339
area by class of cell:
cell class	instances	area [µm²]	share of cell area [%]
diodes	5	12.5	0.0687
clock inverters	14	160	0.879
well taps	873	1090	6.00
multi-input cells	639	4190	23.0
flip-flops and latches	285	7140	39.2
inverters	31	116	0.639
repair buffers	448	4450	24.4
clock buffers	53	1050	5.76
metal layers:
layer  GRT usage (%)  part of all wire (%)
met1            14.9                    38
met2            19.6                    46
met3            6.84                    13
met4            2.45                   2.3
met5               0                  0.29
synthesized netlist by cell type (12+ instances only):
master	instances	area, µm²
nor2_1	14	52.6
nand3_1	15	75.1
dfrtp_1	284	7110
nand2_1	96	360
inv_1	30	113
a21oi_1	37	185
a22o_1	112	981
a22oi_1	12	90.1
clkbuf_1	39	146
and2_1	140	876
nand3b_1	19	143
o21ai_0	47	235
buf_2	33	165
nor2b_1	18	113
critical path, stage by stage, from the launching register on:
cell,delay (ns)
dfrtp_1,0.48
inv_1,0.13
ha_2,0.34
buf_4,0.56
a21oi_1,0.11
a221oi_2,0.31
o221ai_1,0.23
a311oi_1,0.38
clkdlybuf4s50_1,0.66
flip-flops by register name (all words and copies together) (netlist names):
| signal | count |
|---|---|
| read_address | 10 |
| byte_counter | 4 |
| clocked_match | 6 |
| clocked_str | 128 |
| state | 9 |
| clocked_read_data | 128 |
power by group:
group	total [mW]	internal (mW)	switching (mW)
clock	1.02	0.608	0.413
combinational	0.352	0.197	0.155
sequential	0.986	0.942	0.0439
No activity file was given, so power comes from the tool's default toggle rates.
